<file path="/design/flow/run.sh">
#!/bin/bash
# OpenROAD 26Q1-2900-gdf79404cd8, Yosys 0.63+post, stock flow scripts
make -C /OpenROAD-flow-scripts/flow DESIGN_CONFIG=/design/flow/config.mk WORK_HOME=/design/flow/orfs finish
</file>
<file path="/design/flow/config.mk">
export PLATFORM = sky130hd
export DESIGN_NAME = adc_fsm
export DESIGN_NICKNAME = adc_fsm
export VERILOG_FILES = /design/flow/design.v
export SDC_FILE = /design/flow/constraint.sdc
export NUM_CORES = 4
export LEC_CHECK = 1
export CORE_UTILIZATION = 30
</file>
<file path="/design/flow/constraint.sdc">
current_design adc_fsm

set clk_period 5.8
set clk_io_pct 0.2

create_clock -name clk0 -period $clk_period [get_ports {clk}]

set non_clock_inputs [all_inputs -no_clocks]
set_input_delay [expr $clk_period * $clk_io_pct] -clock clk0 $non_clock_inputs
set_output_delay [expr $clk_period * $clk_io_pct] -clock clk0 [all_outputs]
</file>
<file path="/design/flow/design.v">
`timescale 1ns / 1ps
module adc_fsm ( clk, rst, start_fsm, stop_sampling, samplingInProcess, configInProcess, CSnot, SCLK, SSTRB, 
							DIN, DOUT, ADC_ValueCH1, ADC_ValueCH2, ADC_ValueCH3 , sample_updated  );
input 										clk ;								 
input 										rst ;								 
input 										start_fsm ;						 
input 										stop_sampling ;				 
input 										DOUT ;							 
output 		reg 						 	SSTRB;							 
output 		reg 						 	DIN;								 
output 			 						 	SCLK;								 
output 			 						 	CSnot;							 
output		reg							samplingInProcess = LOW;	 
output		reg							configInProcess = LOW;		 
output		reg	[15:0]				ADC_ValueCH1 = 16'd0;		 
output		reg	[15:0]				ADC_ValueCH2 = 16'd0;		 
output		reg	[15:0]				ADC_ValueCH3 = 16'd0;  		 
output 										sample_updated;				 
				reg	[15:0]				ADC_ValueCH1_temp = 16'd0;	 
				reg	[15:0]				ADC_ValueCH2_temp = 16'd0;	 
				reg	[15:0]				ADC_ValueCH3_temp = 16'd0;  
				reg [7:0]	ChannelConfig					= 8'd0;
parameter ADC_channel0 = 4'b0001;
parameter ADC_channel1 = 4'b1001;
parameter ADC_channel2 = 4'b0101;
parameter ADC_config0 = 4'b1100;													 
parameter ADC_config1 = 4'b1100;
parameter ADC_config2 = 4'b1100;
parameter config_config_ADC0 = { ADC_config0 , ADC_channel0 };			 
parameter config_config_ADC1 = { ADC_config1 , ADC_channel1 };			 
parameter config_config_ADC2 = { ADC_config2 , ADC_channel2 };			 
parameter config_sample_ADC0 = { 	4'd0 , ADC_channel0 };	 			 
parameter config_sample_ADC1 = {  	4'd0 , ADC_channel0 };	 			 
parameter config_sample_ADC2 = {  	4'd0 , ADC_channel0 };	 			 
				reg 			start_transmit_config 		= LOW;											
				reg 			start_transmit_sampling 	= LOW;
	parameter	HIGH 			= 1'b1;
	parameter 	LOW 			= 1'b0;
			reg done_config = LOW;
			reg done_spi = LOW;
   parameter 	state0 		= 2'b00;											 
   parameter 	state1 		= 2'b01;											 
   parameter 	state2 		= 2'b10;											 
   (* FSM_ENCODING="SEQUENTIAL", SAFE_IMPLEMENTATION="NO" *) reg [1:0] state = state0;
   always@(posedge clk)
      if (rst || stop_sampling) begin										 
         state <= state0;
         samplingInProcess <= LOW;
			configInProcess <= LOW;
      end
      else
         (* FULL_CASE, PARALLEL_CASE *) case (state)
            state0 : begin
               if (start_fsm)
                  state <= state1;
               else
               state <= state0;
               samplingInProcess <= LOW;
					configInProcess <= LOW;
            end
            state1 : begin														
               if (done_config)
                  state <= state2;
               else
                  state <= state1;
               samplingInProcess <= LOW;
					configInProcess <= HIGH;
            end
            state2 : begin														 
               if (stop_sampling)
                  state <= state0;
               else
                  state <= state2;
               samplingInProcess <= HIGH;
					configInProcess <= LOW;
            end
         endcase
   parameter config_state0 = 3'b000;												 
   parameter config_ch1 	= 3'b001;
   parameter config_ch2 	= 3'b010;
   parameter config_ch3 	= 3'b011;
   parameter config_idle 	= 3'b100;												 
  reg [2:0] config_state = config_state0;
   always@(posedge clk)
      if (rst || stop_sampling) begin
         config_state <= config_state0;
			done_config <= LOW;
      end
      else
 case (config_state)
            config_state0 : begin
               if (state==state1)													 
						begin
                  config_state <= config_ch1;
						start_transmit_config <= HIGH;
						ChannelConfig_config = config_config_ADC0;
						end
               else
                  begin
						config_state <= config_state0;
						start_transmit_config <= LOW;
						end
            end
            config_ch1 : begin
               if (done_spi)
                  begin
						config_state <= config_ch2;
						start_transmit_config <= HIGH;
						ChannelConfig_config = config_config_ADC1;
						end
               else
						begin
                  config_state <= config_ch1;
						done_config <= LOW;
						start_transmit_config <= LOW;
						end
            end
            config_ch2 : begin
               if (done_spi)
						begin
                  config_state <= config_ch3;
						start_transmit_config <= HIGH;		
						ChannelConfig_config = config_config_ADC2;						
						end
               else
						begin
                  config_state <= config_ch2;
						done_config <= LOW;
						start_transmit_config <= LOW;						
						end
            end
            config_ch3 : begin
               if (done_spi)
						begin
						config_state <= config_idle;
						done_config <= LOW;
						start_transmit_config <= LOW;
						end
               else
						begin
						config_state <= config_ch3;
						done_config <= LOW;
						start_transmit_config <= LOW;						
						end
            end
				 config_idle : 																		 
					begin
               	config_state <= config_idle;
						done_config <= HIGH;
					end
         endcase
   parameter sampling_state0 			= 3'b000;
   parameter sampling_ch1 				= 3'b001;
   parameter sampling_ch2 				= 3'b010;
   parameter sampling_ch3 				= 3'b011;
   parameter sampling_wait 			= 3'b100;										 
 reg [2:0] sampling_state = sampling_state0;
	reg [9:0] counter = 10'd0;
	always@(posedge clk)
      if (rst || stop_sampling) begin
         sampling_state <= sampling_state0;
			start_transmit_sampling <= LOW;
			counter <= 7'd0;
      end
      else
         case (sampling_state)
            sampling_state0 : begin
               if (state==state2) 
						begin
                  sampling_state <= sampling_ch1;
						start_transmit_sampling <= HIGH;
						ChannelConfigSample = config_sample_ADC0;
						end
               else
						begin
                  sampling_state <= sampling_state0;
						start_transmit_sampling <= LOW;
						end
            end
            sampling_ch1 : begin
               if (done_spi)
                  begin
						sampling_state <= sampling_ch2;
						start_transmit_sampling <= HIGH;
						ChannelConfigSample = config_sample_ADC1;
						end
               else 
						begin
                  sampling_state <= sampling_ch1;
						start_transmit_sampling <= LOW;
						end
            end
            sampling_ch2 : begin
               if (done_spi)
                  begin
						sampling_state <= sampling_ch3;
						start_transmit_sampling <= HIGH;
						ChannelConfigSample = config_sample_ADC2;
						end
               else
                  begin
						sampling_state <= sampling_ch2;
						start_transmit_sampling <= LOW;
						end
            end
				sampling_ch3 : begin
               if (done_spi)
						begin
                  sampling_state <= sampling_wait;
						start_transmit_sampling <= LOW;
						end
               else
                  begin
						sampling_state <= sampling_ch3;
						start_transmit_sampling <= LOW;
						end
            end
				sampling_wait : begin
               if (counter == 10'd90)		 
						begin
                  sampling_state <= sampling_state0;
						counter <= 10'd0;
						start_transmit_sampling <= LOW;						
						end
               else
						begin
                  counter <= counter + 10'd1;
						sampling_state <= sampling_wait;
						start_transmit_sampling <= LOW;
						end
            end
         endcase
assign sample_updated = (counter == 10'd1)? HIGH : LOW;
reg [7:0] ChannelConfig_config = 8'd0;							
reg [7:0] ChannelConfigSample = 8'd0;							
 always @ (posedge clk)
 if (rst)
 ChannelConfig <= 8'd0;
 else if( start_transmit_config)
 ChannelConfig <= ChannelConfig_config;					 
 else
  ChannelConfig <= ChannelConfigSample;					 
	parameter state1_adc 		= 2'b00;
   parameter state2_adc 		= 2'b01;
   parameter state3_adc 		= 2'b10;
	parameter incr 		= 6'd1;
	reg 			[5:0] counter_adc = 6'd0;
	reg DIN_start = LOW;
	reg reg_sclk = LOW;
	reg reg_CSnot = HIGH;
  reg [1:0] state_adc = state1_adc;
   always@(posedge clk)
      if (rst) begin
         state_adc <= state1_adc;
			reg_sclk 	<= LOW;
			SSTRB <= LOW;
			done_spi <= LOW;
      end
      else
  case (state_adc)
            state1_adc : begin
               if (start_transmit_sampling || start_transmit_config)						 
                  begin
						state_adc 		<= state2_adc;
						reg_sclk 	<= LOW;
						SSTRB 		<= LOW;
						DIN_start	<= LOW;
						done_spi <= LOW;
						end
               else
					begin
                  state_adc 		<= state1_adc;
						reg_sclk 	<= LOW;
						SSTRB 		<= LOW;
						DIN_start	<= LOW;
						done_spi <= LOW;
					end
            end
            state2_adc : begin
               if (counter_adc <  6'd32)
						begin
							if (counter_adc >= 6'd7)	
								begin
								DIN_start	<= LOW;
								end
							else 
								begin 
								DIN_start	<= HIGH;
								end
                  state_adc <= state2_adc;
						counter_adc <= counter_adc + incr;
						reg_sclk 	<= HIGH;
						SSTRB <= LOW;
						done_spi <= LOW;
						end
               else if (counter_adc == 6'd32)
                  begin
						state_adc <= state3_adc;
						reg_sclk 	<= LOW;
						SSTRB <= LOW;
						done_spi <= LOW;
						end
            end
            state3_adc : begin
						counter_adc <= 6'd0;
                  state_adc <= state1_adc;
						reg_sclk 	<= LOW;
						SSTRB <= LOW;
						done_spi <= HIGH;
            end
         endcase
	assign CSnot = (state_adc == state1_adc || ( counter_adc == 6'd32 && reg_CSnot))? HIGH :LOW;
	assign SCLK = ( reg_sclk ) ? clk : LOW; 
	parameter piso_shift = 8;
   reg [piso_shift-2:0] reg_DIN = 7'd0;
   always @(negedge clk)
      if (state_adc == state2_adc && ~DIN_start && counter_adc == 6'd0) begin
         reg_DIN <= ChannelConfig[piso_shift-1:1];
         DIN    <= ChannelConfig[0];
      end
      else if (DIN_start) begin
         reg_DIN <= {1'b0, reg_DIN[piso_shift-2:1]};
         DIN   <= reg_DIN[0];
			end
		else if (state_adc == state2_adc)
			  begin
         DIN   <= LOW;
			end
		else
			DIN <= LOW;    
    parameter shift = 16;
   reg [shift-1:0] reg_adc_value = 16'd0;
   always @(negedge clk)
	if (rst) begin
	reg_CSnot <= LOW;
	reg_adc_value <= 16'd0;
	end
	else if (counter_adc >= 6'd16 && counter_adc <= 6'd32 && (state_adc!=state3_adc) )
      begin
			if (counter_adc == 6'd32)
				begin
				reg_CSnot <= HIGH;
				end
			else
				begin
				reg_CSnot <= LOW;
				end
			reg_adc_value  <= { reg_adc_value[shift-2:0], DOUT};
		end
	else 
		begin
		reg_adc_value <= reg_adc_value;
		end
always @ (posedge clk)
	if (rst) 
		begin 
		ADC_ValueCH1 	= 16'd0;
		ADC_ValueCH2	= 16'd0;
		ADC_ValueCH3	= 16'd0;
		end
	else if (sampling_state == sampling_ch1)
				ADC_ValueCH1_temp = reg_adc_value;
	else if (sampling_state == sampling_ch2)	
				ADC_ValueCH2_temp = reg_adc_value;	
	else if (sampling_state == sampling_ch3)				
				ADC_ValueCH3_temp = reg_adc_value;
	else if(sampling_state == sampling_wait)
				begin 
				ADC_ValueCH1 = ADC_ValueCH1_temp;
				ADC_ValueCH2 = ADC_ValueCH2_temp;
				ADC_ValueCH3 = ADC_ValueCH3_temp;
				end
endmodule
</file>
==> metrics.yaml <==
status:
  status: "finished, final reports clean"
power:
  ir_worst_vdd_mv: 0.214
  powerDensity_mw_per_mm2: 322
  cellLeakagePower_uw: 0.00277
route:
  vias: 4156
  wirelength_um: 12200
  postRouteAntennaNets: 0
  post_drt_via_cell_ratio: 4.42
  detailedRoute.firstIterationViolations: 169
  drc: 0
  num_antenna_cells: 0
  drt-pass1-iter-count: 4
  drt-wirelength-per-cell_um: 13.0
synth:
  yosysWarnings: 1
  syn_inst: 581
  netlist_area_mm2: 0.00623
  synth.distinct_cells: 50
  netlist.area_leader.share: 0.323
  syn_avg_cell_area_um2: 10.7
  ys.flops: 163
  synth_top_cell_by_area: "edfxtp_1"
  yosysChipArea_mm2: 0.00623
  yosys.stat.seqShare: 0.632
  edf_count: 67
  area_leaders: "edfxtp_1 (32%), dfxtp_1 (31%), nand2_1 (6.5%)"
  ys_cells: 581
  ff_type: "dfxtp_1"
  ys_async_sr_fraction: 0
final_timing:
  tns_ns: 0
  hold_viol_final: 0
  worst_pin_slew_ns: 0.700
  setup_viol: 0
  drv_slew: 0
  skew_ns: 0.0589
  rsz0062_at_grt: "no"
  maxSlewHeadroom: 0.533
critical_path:
  worstSetupEndpointType: "primary output"
  cp_data_arrival_time_ns: 4.41
  critical_path_peak_fanout: 3
  critical_path_class: "reg -> out"
  start_kind: "flip-flop"
  cp.required_ns: 4.64
clock_network:
  post_cts_buffers: 0
  cts_resized: 0
  cts.reportedPaths.clkPinSlew_ns: 0.06
  insertion_delay_ns: 0.58
  cts_tree: "built"
  cts_hold_buffers: 0
global_route:
  met2_usage: 0.180
  grt.total_usage: 0.123
  gr-total-overflow: 0
  grt_pass1_wl_um: 20100
  grt_pass1_vias: 3992
  globalRouteMet1Util: 0.188
  antenna_found_initial: 0
  grt_max_degree: 53
  grt.busiest_layer: "met1"
  grt_use_met3: 0.0389
floorplanning:
  core_mm2: 0.0203
  die_w_um: 146
  rows: 52
  dieArea_mm2: 0.0213
  die.size.y_um: 146
  io_pins: 60
  initial_core_util: 0.307
placement:
  place.gp.congestion: 0.779
  place_hpwl_um: 7920
  port_buffers: 58
cells_and_area:
  syn_to_final_growth_pct: 25.7
  utilization: 0.386
  drive_gt1_frac: 0.0790
min_path:
  min_path_type: "reg -> reg"
flow_run:
  max_cap_viol_count: 0
  warning_count: 36
cells in the mapped netlist, types with 2 or more instances:
| master | n |
|---|---|
| nand2_1 | 108 |
| dfxtp_1 | 96 |
| edfxtp_1 | 67 |
| a21oi_1 | 64 |
| nor2_1 | 33 |
| clkbuf_1 | 29 |
| mux2i_1 | 22 |
| nand2b_1 | 19 |
| inv_1 | 18 |
| ha_1 | 13 |
| nor3_1 | 11 |
| o21ai_0 | 11 |
| and2_1 | 8 |
| nand3_1 | 7 |
| nor2b_1 | 7 |
| xnor2_1 | 7 |
| xor2_1 | 5 |
| nor3b_1 | 4 |
| or3_1 | 4 |
| a211oi_1 | 3 |
| buf_2 | 3 |
| nor4_1 | 3 |
| o21ai_1 | 3 |
| a31oi_1 | 2 |
| and3_1 | 2 |
| and4_1 | 2 |
| buf_1 | 2 |
| conb_1 | 2 |
| mux2_4 | 2 |
| nand3b_1 | 2 |
| nand4_1 | 2 |
| or2_1 | 2 |
placed cells by master, fill, tap and decap left out, types with 3 or more instances in the layout:
cell	netlist	routed
a211oi_1	3	3
a21oi_1	64	64
and2_1	8	8
buf_4	1	8
clkbuf_16	0	20
clkdlybuf4s50_1	0	57
clkinv_4	0	4
conb_1	2	3
dfxtp_1	96	96
edfxtp_1	67	67
ha_1	13	13
inv_1	18	42
inv_6	0	3
mux2i_1	22	22
nand2_1	108	108
nand2b_1	19	19
nand3_1	7	7
nor2_1	33	33
nor2b_1	7	7
nor3_1	11	11
o21ai_0	11	11
o21ai_1	3	3
or3_1	4	4
xnor2_1	7	7
xor2_1	5	5
per-layer routing:
| metal | up-vias | routed length, um |
|---|---|---|
| met5 | - | 0 |
| met4 | 0 | 141 |
| met3 | 12 | 653 |
| met2 | 93 | 5390 |
| met1 | 1899 | 6050 |
| li1 | 2152 | - |
sequential cells by signal (all words and copies together) (netlist names), 2 cells and up:
register	flops
ADC_ValueCH2	16
ADC_ValueCH1_temp	16
ADC_ValueCH3	16
counter	10
reg_DIN	7
state_adc	2
reg_adc_value	16
ChannelConfig	4
ADC_ValueCH3_temp	16
ADC_ValueCH2_temp	16
counter_adc	6
config_state	3
sampling_state	3
ADC_ValueCH1	16
ChannelConfig_config	3
state	2
layout make-up:
type                       count  area (um^2)
timing repair buffer          65          626
tap                          270          338
clock inverter                38          240
multi-input combinational    366         2110
inverter                      17         63.8
clock buffer                  22          514
fill                        1964        12500
sequential                   163         3930
worst paths after layout:
path | start | to | slack [ns] | cells after the start
setup / recovery | reg_CSnot | CSnot | 0.23 | 2
hold / removal | ADC_ValueCH2[9] | ADC_ValueCH2[9] | 0.45 | 2
setup reg to reg | counter_adc[0] | reg_DIN[4] | 0.64 | 5
hold reg to reg | ADC_ValueCH2[9] | ADC_ValueCH2[9] | 0.45 | 2
critical path, stage by stage (launching register included):
cell and delay, ns:
dfxtp_1 0.33, a31o_2 0.15, clkdlybuf4s50_1 0.45
report_power, final:
| part | switching [uW] | total [uW] | internal (uW) |
|---|---|---|---|
| logic | 29.3 | 51.2 | 21.9 |
| clock network | 513 | 1260 | 749 |
| registers | 6.54 | 1200 | 1200 |
cell families after synthesis:
| group | after synthesis | share of synthesized area |
|---|---|---|
| compound gates | 93 | 0.0820 |
| xor+xnor | 12 | 0.0169 |
| fa+ha+maj | 13 | 0.0261 |
| buf+inv | 53 | 0.0332 |
| flops | 163 | 0.632 |
| mux | 24 | 0.0402 |
| other cells | 2 | 0.00121 |
| simple gates | 221 | 0.169 |
per-stage QoR:
stage | worst slack [ns] | std cells | cell area [um^2] | hold WS [ns] | total power, uW
finish | 0.234 | 941 | 7830 | 0.453 | 2520
global placement | 0.648 | 883 | 7090 | 0.445 | 1310
global route | 0.160 | 941 | 7830 | 0.477 | 2620
detailed placement | 0.614 | 883 | 7090 | 0.449 | 1310
CTS | 0.214 | 941 | 7830 | 0.457 | 2550
floorplan | 0.789 | 582 | 6230 | 0.420 | 1290
Power is estimated from default activity; no workload was simulated.
